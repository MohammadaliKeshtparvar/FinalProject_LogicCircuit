<file path="design/flow/run.sh">
#!/bin/bash
# OpenROAD 26Q1-2900-gdf79404cd8, Yosys 0.63+post, stock flow scripts
make -C /OpenROAD-flow-scripts/flow DESIGN_CONFIG=/design/flow/config.mk WORK_HOME=/design/flow/orfs finish
</file>
<file path="design/flow/config.mk">
export PLATFORM = sky130hd
export DESIGN_NAME = GlycemicIndexCalculator
export DESIGN_NICKNAME = GlycemicIndexCalculator
export VERILOG_FILES = /design/flow/design.v
export SDC_FILE = /design/flow/constraint.sdc
export NUM_CORES = 4
export LEC_CHECK = 1
export CORE_AREA = 10 10 70 70
export DIE_AREA = 0 0 80 80
</file>
<file path="design/flow/constraint.sdc">
current_design GlycemicIndexCalculator

set clk_period 3.6
set clk_io_pct 0.2

create_clock -name clk0 -period $clk_period

set non_clock_inputs [all_inputs -no_clocks]
set_input_delay [expr $clk_period * $clk_io_pct] -clock clk0 $non_clock_inputs
set_output_delay [expr $clk_period * $clk_io_pct] -clock clk0 [all_outputs]
</file>
<file path="design/flow/design.v">
`timescale 1ns / 1ps
`default_nettype none
module GlycemicIndexCalculator(
        bloodSensor,
        glycemicIndex);
input [7:0] bloodSensor;
output [3:0] glycemicIndex;
reg [3:0] onesCount;
wire [7:0] absuloteValue ;
integer i;
	assign absuloteValue = (bloodSensor[7] == 1'b1)? -bloodSensor: bloodSensor;
	always @(absuloteValue)
	begin
		onesCount = 0;
		for (i = 0; i <= 7; i = i+1) begin
			if (absuloteValue[i] == 1) begin
				onesCount = onesCount + 1;
			end
		end
	end
	assign glycemicIndex = onesCount;
endmodule 
</file>
==> results.sh <==
# flow metrics
export IMPL_status="finished, violations left"
export IMPL_violations="negative setup slack"
export IMPL_dr_first_iter_drc_count=16
export IMPL_avgSynthCellArea_um2=8.758
export IMPL_hold_path_class="input port to primary output"
export IMPL_antenna_left=0
export IMPL_p_per_area_nw_per_um2=377.8
export IMPL_hold_end="glycemicIndex[1]"
export IMPL_fin_util_pct=46.19
export IMPL_power_frac_clock_pct=0
export IMPL_drcViolationCount=0
export IMPL_required_ns=2.88
export IMPL_grt_pass1_vias=911
export IMPL_path_buffers=5
export IMPL_yosys_warnings=1
export IMPL_ys_cells=95
export IMPL_synthTopCellsByArea="ha_1 (14%), xnor2_1 (11%), xor2_4 (6.6%)"
export IMPL_chipArea_um2=6400
export IMPL_timing_final_crit_share_pct=130.4
export IMPL_synth_area_um2=832.0
export IMPL_p_sw_mw=0.2340
export IMPL_coreArea_um2=3416
export IMPL_netlist_area_leader_share_pct=13.53
export IMPL_syn_inst=95
export IMPL_tns_ns=-3.291
export IMPL_crit_fanout=2
export IMPL_switching_share_pct=39.25
export IMPL_place_area_um2=1381
export IMPL_rows=21
export IMPL_dp_final_hpwl_um=1653
export IMPL_worstHoldStart="bloodSensor[1]"
export IMPL_worstPathCellList="buf_12, inv_12, ha_4, nand2_2, o21ai_2, inv_2, ha_4, or2_4, a21boi_2, or2_4, ha_4, xnor3_1, nor2_1, a211o_1, o211ai_1, and3b_2, ha_4, nand2b_4, xnor2_2, xnor2_1, xor2_1, buf_4, a32o_1, buf_2"
export IMPL_portBuffers=12
export IMPL_max_slew_margin_pct=71.06
export IMPL_drv_slew=0
export IMPL_final_cell_mix="buf_4 (44), nand2_1 (7), xnor2_2 (6), nor2_1 (6)"
export IMPL_hold_viol_final=0
export IMPL_comb_power_share_pct=100.0
export IMPL_area_growth_pct=89.62
export IMPL_worstMarginPinSlew_ns=0.4301
export IMPL_wl_per_cell_um=9.970
export IMPL_io_pins=12
export IMPL_num_vias=874
export IMPL_grt_pass1_wl_um=3622
export IMPL_final_cell_area_um2=1578
export IMPL_drive_gt1_share_pct=62.58
export IMPL_vdd_drop_max_mv=0.1136
export IMPL_cp_end_kind="primary output"
export IMPL_nClkBuffers=0
export IMPL_worstHoldPathCells=6
export IMPL_cp_top_family="adder cells"
export IMPL_tool_warnings=38
export IMPL_seq_area_frac_synth_pct=0
export IMPL_grt_start_max_net_pins=7
export IMPL_worst_slack_ns=-1.093
export IMPL_ctsHoldBuffers=0
export IMPL_arrival_ns=3.97
export IMPL_cpPeakStageDelay_ns=0.25
export IMPL_routed_wl_um=2004
export IMPL_firstDrtPassIters=4
export IMPL_track_usage_pct=6.433
export IMPL_yosysUniqueCellTypes=44
export IMPL_grt_overflow=0
export IMPL_lay_top_count="buf_4"
export IMPL_period_minus_slack_ns=4.693
export IMPL_routed_via_density=4.348
export IMPL_crit_top_cell="ha_4"
export IMPL_p_seq_share_pct=0
export IMPL_initial_core_util_pct=24.36
export IMPL_seq_cell_count=0
export IMPL_dieWidth_um=80
export IMPL_hold_ws_ns=2.061
export IMPL_internal_power_mw=0.3621
export IMPL_fmaxAchievable_ghz=0.2131
export IMPL_ys_chip_area_um2=832.0
export IMPL_start_kind="input port"
export IMPL_rsz0062_at_grt="true"
export IMPL_cap_viol_max_count=0
export IMPL_finalSetupViolCount=4
export IMPL_regArea_um2=0
export IMPL_p_leak_nw=0.7000
export IMPL_slowest_stage="ha_4"
export IMPL_crit_type="input port to primary output"
export IMPL_antenna_diode_count=0
export IMPL_grt_antenna_before_repair=0
export IMPL_die_h_um=80
export IMPL_top_area_cell="ha_1"
export IMPL_p_total_mw=0.5961
export IMPL_gp_congestion=0.7967
[area by class of cell]
cell class | instances | area (um2)
fill | 311 | 1838
multi-input combinational | 86 | 965.9
tap | 46 | 57.56
timing repair buffer | 61 | 504.2
inverter | 8 | 50.05
[synth_stat cells (all sizes together), types with 2 or more instances]
cell type  number
mux2i           2
nor3            2
xnor2          14
or2             2
a21boi          3
o21ai           4
xor2            6
inv             8
ha              9
o31ai           2
o211ai          2
mux2            2
nor2            6
nand3           2
a211oi          2
nand2b          4
nand2           8
[stage by stage]
step,cells,setup slack [ns]
floorplan,95,-0.8541
global placement,191,-2.034
detailed placement,191,-2.098
CTS,199,-1.238
global route,201,-1.320
finish,201,-1.093
[routing by layer]
layer / track usage (%) / up-vias / wire (um)
li1: - / 459 / -
met1: 7.976 / 405 / 955
met2: 12.04 / 10 / 992
met3: 0.6818 / 0 / 57
met4: 0.3521 / 0 / 0
met5: 0 / - / 0
[power by group through the flow]
stage | clock network [mW] | logic (mW) | registers, mW
after CTS | 0 | 0.569 | 0
after global routing | 0 | 0.665 | 0
final | 0 | 0.596 | 0
[how the worst max path moves through the flow]
| stage | start | end | cells after the start |
|---|---|---|---|
| CTS | bloodSensor[0] | glycemicIndex[3] | 24 |
| global route | bloodSensor[0] | glycemicIndex[3] | 24 |
| finish | bloodSensor[0] | glycemicIndex[3] | 24 |
[what timing repair did]
item                       CTS  global route
setup endpoints to repair    4             4
buffers inserted             9             3
pin swaps                   18            17
gates resized               47            12
[cells by family (layout without fill, tap and decap cells)]
group | after synthesis | count (layout) | synth area share, %
compound gates | 20 | 20 | 20.75
xor+xnor | 21 | 21 | 34.14
fa+ha+maj | 9 | 9 | 13.53
buf+inv | 9 | 69 | 4.962
mux | 4 | 4 | 5.563
simple gates | 32 | 32 | 21.05
